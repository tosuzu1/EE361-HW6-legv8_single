### flow/config.mk
export PLATFORM = sky130hd
export DESIGN_NAME = MUX4
export DESIGN_NICKNAME = MUX4
export VERILOG_FILES = /design/flow/design.v
export SDC_FILE = /design/flow/constraint.sdc
export NUM_CORES = 4
export LEC_CHECK = 1
export CORE_AREA = 10 10 71 71
export DIE_AREA = 0 0 81 81
### flow/constraint.sdc
current_design MUX4

set clk_period 1.5
set clk_io_pct 0.2

create_clock -name clk0 -period $clk_period

set non_clock_inputs [all_inputs -no_clocks]
set_input_delay [expr $clk_period * $clk_io_pct] -clock clk0 $non_clock_inputs
set_output_delay [expr $clk_period * $clk_io_pct] -clock clk0 [all_outputs]
### flow/design.v
module DMemory_IO(
     output logic [15:0] rdata,   
     output logic [6:0] io_display,  
     input logic clock,   
     input logic [15:0] addr,    
     input logic [15:0] wdata,   
     input logic write,   
     input logic read,    
     input logic io_sw0,  
     input logic io_sw1   
     );
reg [15:0] memcell[0:127];  
always_comb
	begin
	if (read == 0) rdata = 0;
	else  
		begin
		if (addr >= 0 && addr < 256) 
               rdata = memcell[addr[7:1]]; 
		else if (addr == 16'hfff0) 		
               rdata = {14'd0,io_sw1,io_sw0};
		else rdata = 0;  
		end
	end
always_ff @(posedge clock)
	if (write == 1 && addr == 16'hfffa) 
         io_display <= wdata[6:0];
always_ff @(posedge clock)
     if (write == 1 && addr>= 0 && addr < 256) 
          memcell[addr[7:1]] <= wdata;
endmodule
module RegFile(
     output logic [15:0] rdata1,   
     output logic [15:0] rdata2,   
     input logic clock,		
     input logic [15:0] wdata,    
     input logic [2:0] waddr,    
     input logic [2:0] raddr1,   
     input logic [2:0] raddr2,   
     input logic write     
     );			
reg [15:0] regcell[0:7];		 
always_ff @(posedge clock) 
     if (write==1) regcell[waddr]<=wdata;
always_comb
     begin
     if (raddr1 == 7) 	rdata1 = 0;
     else rdata1 = regcell[raddr1];
     end
always_comb
     begin
     if (raddr2 == 7) 	rdata2 = 0;
     else rdata2 = regcell[raddr2];
     end
endmodule
module ALU(
     output logic [15:0] result,  
     output logic zero_result,  
     input logic [15:0] indata0,      
     input logic [15:0] indata1,      
     input logic [2:0] select        
     );		
always_comb
	case(select)
	0: result = indata0 + indata1;
	1: result = indata0 - indata1;
	2: result = indata1;
	3: result = indata0 | indata1;
	4: result = indata0 & indata1;
	default: result = 0;
	endcase
always_comb  
	if (result == 0) 	zero_result = 1;
	else 			  	zero_result = 0;
endmodule
module MUX2(
     output logic [15:0] result,    
     input logic [15:0] indata0,   
     input logic [15:0] indata1,   
     input logic select     
     );	
always_comb
	case(select)
	0: result = indata0;
	1: result = indata1;
	endcase
endmodule
module MUX4(
     output logic [15:0] result,  
     input logic [15:0] indata0,  
     input logic [15:0] indata1,  
     input logic [15:0] indata2,  
     input logic [15:0] indata3,  
     input logic [1:0] select     
     );	
always_comb
	case(select)
	0: result = indata0;
	1: result = indata1;
	2: result = indata2;
	3: result = indata3;
	endcase
endmodule
### flow/run.sh
#!/bin/bash
# OpenROAD 26Q1-2900-gdf79404cd8, Yosys 0.63+post, stock flow scripts
make -C /OpenROAD-flow-scripts/flow DESIGN_CONFIG=/design/flow/config.mk WORK_HOME=/design/flow/orfs finish
==> flow_summary_export.csv <==
group,metric,value,unit
logic_synthesis,yosysTopAreaCell,"mux4_2",
detailed_routing,antenna_left,0,
clocking,postCtsHoldBufs,0,
run_status,outcome,"completed",
setup_path,cpPeakStageDelay,0.50,ns
final_timing,holdWs,1.08,ns
final_timing,drv_slew,0,
floorplan,core-area,3630,um2
final_timing,finalHoldViolations,0,
power_and_ir_drop,powerDensity,232,nW/um2
final_timing,relSlewSlack,89.9,%
cells_and_area,seq_cells,0,
global_route,grt_pass1_vias,687,
placement,dpl.hpwl,2140,um
power_and_ir_drop,fin_total_pwr,276,uW
logic_synthesis,ys_area,424,um2
global_route,grt_overflow,0,
setup_path,cp_num_buf_inv,3,
detailed_routing,avgViaCountPerCell,4.03,
power_and_ir_drop,p_leak,0.560,nW
detailed_routing,wirelength,2560,um
global_route,met2_usage,10.2,%
final_timing,finalSetupViolations,0,
cells_and_area,drive_above_1_share,37.3,%
logic_synthesis,synthCells,20,
cells_and_area,nClkBuffers,0,
final_timing,finalClockPeriodUsage,96.7,%
global_route,grt_use_met3,5.46,%
setup_path,cp-end-kind,"output pin",
floorplan,ios,82,
logic_synthesis,netlist_area,424,um2
clocking,post-cts-setup-buffer-count,0,
placement,gp_congestion,0.821,
final_timing,worstMarginPinSlew,0.152,ns
worst_hold_path,hp-class,"in -> out",
global_route,antenna_found_initial,0,
cells_and_area,final_util,32.7,%
global_route,grt_pass1_wl,3810,um
global_route,use_met1,9.88,%
floorplan,chipArea,6560,um2
power_and_ir_drop,ir_drop,103,uV
global_route,grt_max_degree,9,
final_timing,timing.final.ws_setup,0.0497,ns
logic_synthesis,postSynthSeqShare,0,%
setup_path,arrival,1.15,ns
global_route,grt-busiest-layer,"met2",
final_timing,tns,0,ns
cells_and_area,seqCellArea,0,um2
floorplan,num_rows,22,
detailed_routing,antenna_cells,0,
global_route,grt_use_total,7.43,%
final_timing,rsz0062_at_grt,"false",
logic_synthesis,yosys.cell_types.count,5,
detailed_routing,drt_pass1_iterations,2,
detailed_routing,vias,604,
setup_path,critical_path_required,1.20,ns
cells_and_area,mostFrequentLayoutCells,"dlygate4sd2_1, mux4_2, buf_2",
logic_synthesis,yosys_warnings,1,
final_timing,fmax,0.690,GHz
job,warning_count,32,
floorplan,die_w,81,um
logic_synthesis,top_area_share,53.1,%
detailed_routing,wire_per_inst,17.0,um
setup_path,cpMaxStageDelayCell,"mux4_2",
placement,io_buffers,82,
cells_and_area,mostFrequentLayoutCell,"dlygate4sd2_1",
floorplan,die_height,81,um
setup_path,crit_fanout,8,
setup_path,path_cells,"buf_12 -> buf_12 -> mux4_2 -> buf_2",
logic_synthesis,postSynthAreaPerCell,21.2,um2
logic_synthesis,area_leaders,"mux4_2, mux4_1, buf_12, buf_6, buf_2",
detailed_routing,drc_errors,0,
detailed_routing,drt_iter0_drc,9,
cells_and_area,area_growth,180,%
setup_path,cp-start-kind,"input port",
placement,pre_cts_ws,-0.803,ns
floorplan,fp_util,11.7,%
setup_path,worstSetupPathType,"in -> out",
job,maxCapViolCount,0,
setup_path,cp_top_family,"multiplexers",
logic_synthesis,ys_cells,20,
final_timing,min_period,1.45,ns
setup_path,cpMostUsedCell,"buf_12",
## synth_stat cells
library cell	n
buf_12	1
buf_2	2
buf_6	1
mux4_1	6
mux4_2	10
## routing by layer
metal | vias to the layer above | routed length, um
met5 | - | 0
met4 | 0 | 0
met3 | 0 | 539
met2 | 62 | 1010
met1 | 270 | 1000
li1 | 272 | -
## final cells by class
cell class,count,area (um2)
fillers,413,2450
multi-input cells,16,360
well taps,48,60.1
repair buffers,86,767
## per-stage QoR
stage / cell area [um2] / cells
global route: 1190 / 150
CTS: 1180 / 150
global placement: 1300 / 148
floorplan: 424 / 20
finish: 1190 / 150
detailed placement: 1300 / 148
## where the power goes
group,internal [mW],switching (mW),leakage [nW]
Clock,0,0,0
Sequential,0,0,0
Combinational,0.210,0.0663,0.560
## path summary, 6_finish.rpt
| kind | from | slack [ns] | depth (start not counted) | endpoint |
|---|---|---|---|---|
| max | select[0] | 0.05 | 4 | result[4] |
| min | indata0[11] | 1.08 | 3 | result[11] |
## repair_timing
action	in CTS	in global routing
gates resized	130	2
endpoints found under the setup margin	16	8
cloned	2	0
## kinds of logic (layout without fill, tap and decap cells)
kind of cell           count (synthesis)  after routing  share of synthesized area, %
multiplexers                          16             16                          90.3
buffers and inverters                  4             86                          9.73
Power and IR drop assume default switching activity.
