--- flow/config.mk ---
export PLATFORM = sky130hd
export DESIGN_NAME = LEGLiteSingle
export DESIGN_NICKNAME = LEGLiteSingle
export VERILOG_FILES = /design/flow/design.v
export SDC_FILE = /design/flow/constraint.sdc
export NUM_CORES = 4
export LEC_CHECK = 1
export CORE_UTILIZATION = 30
--- flow/constraint.sdc ---
current_design LEGLiteSingle

set clk_period 27.0
set clk_io_pct 0.2

create_clock -name clk0 -period $clk_period [get_ports {clock}]

set non_clock_inputs [all_inputs -no_clocks]
set_input_delay [expr $clk_period * $clk_io_pct] -clock clk0 $non_clock_inputs
set_output_delay [expr $clk_period * $clk_io_pct] -clock clk0 [all_outputs]
--- flow/design.v ---
module DMemory_IO(
     output logic [15:0] rdata,   
     output logic [6:0] io_display,  
     input logic clock,   
     input logic [15:0] addr,    
     input logic [15:0] wdata,   
     input logic write,   
     input logic read,    
     input logic io_sw0,  
     input logic io_sw1   
     );
reg [15:0] memcell[0:127];  
always_comb
	begin
	if (read == 0) rdata = 0;
	else  
		begin
		if (addr >= 0 && addr < 256) 
               rdata = memcell[addr[7:1]]; 
		else if (addr == 16'hfff0) 		
               rdata = {14'd0,io_sw1,io_sw0};
		else rdata = 0;  
		end
	end
always_ff @(posedge clock)
	if (write == 1 && addr == 16'hfffa) 
         io_display <= wdata[6:0];
always_ff @(posedge clock)
     if (write == 1 && addr>= 0 && addr < 256) 
          memcell[addr[7:1]] <= wdata;
endmodule
module RegFile(
     output logic [15:0] rdata1,   
     output logic [15:0] rdata2,   
     input logic clock,		
     input logic [15:0] wdata,    
     input logic [2:0] waddr,    
     input logic [2:0] raddr1,   
     input logic [2:0] raddr2,   
     input logic write     
     );			
reg [15:0] regcell[0:7];		 
always_ff @(posedge clock) 
     if (write==1) regcell[waddr]<=wdata;
always_comb
     begin
     if (raddr1 == 7) 	rdata1 = 0;
     else rdata1 = regcell[raddr1];
     end
always_comb
     begin
     if (raddr2 == 7) 	rdata2 = 0;
     else rdata2 = regcell[raddr2];
     end
endmodule
module ALU(
     output logic [15:0] result,  
     output logic zero_result,  
     input logic [15:0] indata0,      
     input logic [15:0] indata1,      
     input logic [2:0] select        
     );		
always_comb
	case(select)
	0: result = indata0 + indata1;
	1: result = indata0 - indata1;
	2: result = indata1;
	3: result = indata0 | indata1;
	4: result = indata0 & indata1;
	default: result = 0;
	endcase
always_comb  
	if (result == 0) 	zero_result = 1;
	else 			  	zero_result = 0;
endmodule
module MUX2(
     output logic [15:0] result,    
     input logic [15:0] indata0,   
     input logic [15:0] indata1,   
     input logic select     
     );	
always_comb
	case(select)
	0: result = indata0;
	1: result = indata1;
	endcase
endmodule
module MUX4(
     output logic [15:0] result,  
     input logic [15:0] indata0,  
     input logic [15:0] indata1,  
     input logic [15:0] indata2,  
     input logic [15:0] indata3,  
     input logic [1:0] select     
     );	
always_comb
	case(select)
	0: result = indata0;
	1: result = indata1;
	2: result = indata2;
	3: result = indata3;
	endcase
endmodule
module Control(
     output logic reg2loc,
     output logic uncondbranch,
     output logic branch,
     output logic memread,
     output logic memtoreg,
     output logic [2:0] alu_select,
     output logic memwrite,
     output logic alusrc,
     output logic regwrite,
     input logic [3:0] opcode
     );
always_comb
	case(opcode)
	0:	 
		begin
		reg2loc = 0;		 
		uncondbranch = 0;	 
		branch = 0;   		 
		memread = 0;  		 
		memtoreg = 0;		 
		alu_select = 0; 	 
		memwrite = 0; 		 
		alusrc = 0; 		 
		regwrite = 1;		 
		end
	1:	 
		begin
		reg2loc = 0;		 
		uncondbranch = 0;	 
		branch = 0;   		 
		memread = 0;  		 
		memtoreg = 0;		 
		alu_select = 1; 	 
		memwrite = 0; 		 
		alusrc = 0; 		 
		regwrite = 1;		 
		end
	4:	 
		begin
		reg2loc = 1;		 
		uncondbranch = 1;	 
		branch = 1;   		 
		memread = 0;  		 
		memtoreg = 0;		 
		alu_select = 0; 	 
		memwrite = 0; 		 
		alusrc = 0; 		 
		regwrite = 0;		 
		end
	5:	 
		begin
		reg2loc = 0;		 
		uncondbranch = 0;	 
		branch = 0;   		 
		memread = 0;  		 
		memtoreg = 1;		 
		alu_select = 0; 	 
		memwrite = 0; 		 
		alusrc = 1; 		 
		regwrite = 1;		 
		end
	6:	 
		begin
		reg2loc = 1;		 
		uncondbranch = 0;	 
		branch = 0;   		 
		memread = 0;  		 
		memtoreg = 0;		 
		alu_select = 0; 	 
		memwrite = 1; 		 
		alusrc = 1; 		 
		regwrite = 0;		 
		end
	7:	 
		begin
		reg2loc = 1;		 
		uncondbranch = 0;	 
		branch = 1;   		 
		memread = 0;  		 
		memtoreg = 0;		 
		alu_select = 2; 	 
		memwrite = 1; 		 
		alusrc = 1; 		 
		regwrite = 0;		 
		end
	8:	 
		begin
		reg2loc = 0;		 
		uncondbranch = 0;	 
		branch = 0;   		 
		memread = 0;  		 
		memtoreg = 0;		 
		alu_select = 0; 	 
		memwrite = 0; 		 
		alusrc = 1; 		 
		regwrite = 1;		 
		end
	9:	 
		begin
		reg2loc = 0;		 
		uncondbranch = 0;	 
		branch = 0;   		 
		memread = 0;  		 
		memtoreg = 0;		 
		alu_select = 4; 	 
		memwrite = 0; 		 
		alusrc = 1; 		 
		regwrite = 1;		 
		end
	10:	 
		begin
		reg2loc = 0;		 
		uncondbranch = 0;	 
		branch = 0;   		 
		memread = 0;  		 
		memtoreg = 0;		 
		alu_select = 1; 	 
		memwrite = 0; 		 
		alusrc = 1; 		 
		regwrite = 1;		 
		end
	default:
		begin
		reg2loc = 0;
		uncondbranch = 0;
		branch = 0;   
		memread = 0;   
		memtoreg = 0;  
		alu_select = 0; 
		memwrite = 0; 
		alusrc = 0;    
		regwrite = 0;
		end
	endcase
endmodule
module PCLogic(
     output logic [15:0] pc,   
     input logic clock,  
     input logic [15:0] signext,	 
     input logic uncondbranch,
     input logic branch,	
     input logic alu_zero,	
     input logic reset	
     );
always_ff @(posedge clock)
	begin
	if (reset==1) 
		pc <= 0;
    else if(branch == 1 && alu_zero ==1) 
		pc <= pc + (signext << 1) ;
   	else if( uncondbranch == 1) 
		pc <= pc + (signext << 1) ;
	else 
		pc <= pc+2;  
	end
endmodule
module LEGLiteSingle(
	iaddr,		 
	daddr,		 
	dwrite,		 
	dread,		 
	dwdata,		 
	alu_out,	 
	clock,
	idata,		 
	ddata,		 
	reset,
	probe
	);
output [15:0] iaddr; 	 
output [15:0] daddr;	 
output dwrite;			 
output dread;			 
output [15:0] dwdata;	 
output [15:0] alu_out;	 
input clock;			 
input [15:0] idata; 	 
input [15:0] ddata;		 
input reset;
output [15:0] probe;
wire reg2loc;
wire uncondbranch;
wire branch;
wire memtoreg;
wire [2:0] alu_selec;
wire alusrc;
wire regwrite;
wire [15:0] rdata1;
wire [15:0] rdata2;
wire [15:0] readReg1;
wire [15:0] readReg2;
wire [15:0] writeDataReg;
wire [15:0] ALU_input2;
wire  mainALU_z_out;
assign alu_out = daddr;
wire [15:0] signextension;
assign signextension = {{10{idata[11]}}, idata[11:6]};
assign probe = signextension;
assign dwdata = rdata2;
Control legv8_control(
	reg2loc, 
	uncondbranch, 
	branch, 
	dread, 
	memtoreg, 
	alu_selec, 
	dwrite, 
	alusrc , 
	regwrite, 
	{idata [15:12]}
	);
RegFile legv8_register(
	rdata1, 
	rdata2, 
	clock, 
	writeDataReg, 
	{idata [2:0]}, 
	{idata [5:3]},  
	readReg2[2:0], 		 
	regwrite
	);
MUX2 reg2loc_mux(
	readReg2, 
	{{13'b0},idata [11:9]}, 
	{{13'b0},idata [2:0]}, 
	reg2loc
	);
MUX2 alusrc_mux(
	ALU_input2, 
	rdata2, 
	signextension, 
	alusrc
	);
MUX2 memtoreg_mux(
	writeDataReg,
	daddr,
  	ddata,
	memtoreg
	);
ALU legv8_mainALU(
	daddr,
	mainALU_z_out,
	rdata1,
	ALU_input2,
	alu_selec
	);
PCLogic legv8_pclogic(
	iaddr,
	clock,
	signextension,
	uncondbranch,
	branch,
	mainALU_z_out,
	reset
	);
endmodule
--- flow/run.sh ---
#!/bin/bash
# OpenROAD 26Q1-2900-gdf79404cd8, Yosys 0.63+post, stock flow scripts
make -C /OpenROAD-flow-scripts/flow DESIGN_CONFIG=/design/flow/config.mk WORK_HOME=/design/flow/orfs finish
==> results.toml <==
# yosys + openroad results
[synthesis]
synth-simple-area-share_pct = 12.5
synthMuxAreaShare_pct = 17.4
number_of_flops_mapped_to_enable_cells_by_yosys = 125
ys_chip_area_um2 = 10600
synth.distinct_cells = 79
postSynth.asyncResetShare_pct = 0
yosysWarningCount = 5
yosys.stat.seqShare_pct = 38.4
synth-main-ff-cell = "edfxtp_1"
synth-compound-area-share_pct = 16.1
post_synth_inst_count = 1025
post_synth_main_logic_family = "multiplexers"
syn_area_per_cell_um2 = 10.3
postSynthRegisterBits = 140
xor_share_pct = 4.31
yosys_cells = 1025
syn-cell-area_um2 = 10600
adder_share_pct = 5.00

[min_path]
worst_hold_path.num_cells = 2
worst_hold_path_type = "reg -> reg"
hold_path_startpoint = "legv8_pclogic.pc[15]"
worst_min_delay_path_endpoint = "legv8_pclogic.pc[15]"

[clock_tree]
clk_latency_ps = 430
htreeDepth = 4
clkTransAtPathRegs_ps = 60
cts.repair.resized = 0
clock_sinks = 140
clock-root-buffer = "clkbuf_16"
cts.hold.buffers_added = 0
numCtsBuffers = 17
post-cts-setup-buffer-count = 0
tritoncts = "done"
cts-root-to-sink-buffers = 2

[timing]
finalSetupViolations = 0
worst_clock_skew_ps = 10.8
fmax_achieved_mhz = 56.3
timing.final.crit_period_ps = 17750
timing_worst_slew_pin_value_ps = 1020
setup_repair_after_global_routing_missed_its_margin = "false"
slew_violations = 0
post-route-period-util_pct = 65.8
tns_ps = 0
final-hold-violation-count = 0
max_slew_margin_pct = 31.9

[finish]
area_growth_pct = 19.1
post_route_cells_drive_above_1_share_pct = 13.5
finalInstanceArea_um2 = 12600

[power]
ir_drop_mv = 0.0454
p_leak_uw = 0.00474
sw_frac_of_total_pct = 31.9
pwr_density_cell_nw_per_um2 = 67.5
cellInternalPower_uw = 578
power.net_switching_uw = 271
power_frac_clock_pct = 28.2
seq_power_share_pct = 34.0
comb_power_share_pct = 37.7

[route]
drt-pass1-iter-count = 5
route.detailed.vias_per_inst = 5.38
detail-route-antenna-nets = 0
dr_total_vias = 8417
detail_route.iter0.violations = 603
wire_length_after_detailed_routing_mm = 33.0
diodes = 0
route.detailed.wl_per_inst_um = 21.1
route.detailed.drc = 0

[setup_path]
reg2reg_depth = 20
worst-path-max-fanout = 44
reg2reg_setup_slack_ps = 20640
worstReg2RegEnd = "legv8_pclogic.pc[15]"
criticalPathCategory = "in -> out"
critical_path_arrival_ps = 12350
worst-endpoint-required_ps = 21600
startpoint_type = "input port"
crit_path_end_kind = "output port"
worst_r2r_start = "legv8_register.regcell[6][4]"

[placement]
placed_cell_area_um2 = 12000
hpwl_mm = 23.8
port-buffer-count = 113
place_congestion = 0.938

[run_status]
status = "complete, no violations"

[job]
stage_log_warnings = 33
max_cap_viol_count = 0

[die]
die_h_um = 190
die_width_um = 190
ios = 116
dieArea_um2 = 36000
core_region_area_um2 = 34600
fp-utilization_pct = 30.5
num_rows = 68

[global_route]
overflow = 0
maximum_number_of_pins_on_one_net_before_global_route_repair = 58
grt_first_pass_wirelength_mm = 50.4
total_global_route_track_usage_pct = 19.2
grt_antenna_before_repair = 0
via_count_of_the_first_global_routing_pass = 8236
cells by family (layout without fill, tap and decap cells):
family | Yosys count | count (layout)
other | 1 | 2
multiplexers | 156 | 156
XOR/XNOR | 52 | 52
AND-OR/OR-AND | 246 | 246
adder cells (fa/ha/maj) | 41 | 41
buffers and inverters | 123 | 207
flip-flops | 140 | 140
AND/OR/NAND/NOR | 266 | 266
layer usage:
layer | up-vias | part of all wire (%) | global-route usage [%]
li1 | 3973 | - | -
met1 | 4042 | 41 | 25.7
met2 | 365 | 47 | 30.5
met3 | 37 | 10 | 7.59
met4 | 0 | 1.9 | 2.98
met5 | - | 0 | 0
power by group through the flow:
| stage | registers (µW) | logic (µW) | clock network [µW] |
|---|---|---|---|
| finish | 289 | 320 | 240 |
| global route | 290 | 350 | 251 |
| CTS | 289 | 321 | 243 |
synthesized netlist by cell type, types with 8 or more instances:
| cell type | n | area [µm²] |
|---|---|---|
| a211oi_1 | 16 | 120 |
| a21o_1 | 10 | 75.1 |
| a21oi_1 | 72 | 360 |
| a31oi_1 | 12 | 75.1 |
| buf_2 | 18 | 90.1 |
| buf_4 | 36 | 270 |
| clkbuf_1 | 30 | 113 |
| dfxtp_1 | 15 | 300 |
| edfxtp_1 | 125 | 3750 |
| ha_1 | 39 | 488 |
| inv_1 | 27 | 101 |
| mux2_2 | 28 | 315 |
| mux2i_1 | 107 | 1070 |
| mux4_2 | 18 | 405 |
| nand2_1 | 80 | 300 |
| nand2b_1 | 31 | 194 |
| nand3_1 | 13 | 65.1 |
| nand4_1 | 8 | 50.1 |
| nor2_1 | 62 | 233 |
| nor2b_1 | 12 | 75.1 |
| nor3_1 | 16 | 80.1 |
| o211ai_1 | 18 | 135 |
| o21a_1 | 12 | 90.1 |
| o21ai_0 | 28 | 140 |
| o22ai_1 | 10 | 62.6 |
| xnor2_1 | 29 | 254 |
| xor2_1 | 23 | 201 |
per-stage QoR:
stage	hold slack (ps)	total power, µW	setup WS (ps)	cells	util (%)
2_1_floorplan	509	480	11870	1026	-
3_3_place_gp	535	615	9480	1533	34.6
3_5_place_dp	543	613	9370	1533	34.6
4_1_cts	558	853	9340	1565	36.3
5_1_grt	625	892	8780	1565	36.3
6_report	553	849	9250	1565	36.3
worst max-delay path, cell delays in order:
cell and delay, ps:
clkdlybuf4s50_1 580, inv_1 110, ha_1 310, or3b_2 500, buf_4 340, a21boi_2 850
nand2_1 320, o221ai_2 370, nor2_1 70, a21oi_1 180, inv_1 60, ha_1 220
nor2_1 140, xor2_1 170, ha_1 300, nor2b_1 170, o31a_1 280, o31ai_1 480
o21bai_1 220, a221oi_1 340, xnor2_1 160, a22o_1 260, clkdlybuf4s50_1 500
final cells by class:
class                      count  area [µm²]
fill                        3357       22100
timing repair buffer         148        1370
tap                          455         569
clock inverter                13         164
sequential                   140        4050
multi-input combinational    763        5880
inverter                      27         101
clock buffer                  19         433
worst max-delay path by stage:
stage,start,end,depth (start not counted)
6_report,idata[13],alu_out[14],23
4_1_cts,idata[13],alu_out[14],23
5_1_grt,idata[13],alu_out[14],23
placed cells by master (no fill, tap or decap), types with 4 or more instances in the layout:
cell             instances
a2111oi_0                7
a211oi_1                16
a21boi_0                 4
a21o_1                  10
a21oi_1                 72
a221oi_1                 4
a31oi_1                 12
and2_1                   7
and3_1                   6
buf_2                    4
buf_4                   35
clkbuf_16               17
clkdlybuf4s50_1        109
dfxtp_1                 15
edfxtp_1               125
ha_1                    39
inv_1                   27
mux2_2                  28
mux2i_1                106
mux4_2                  18
nand2_1                 80
nand2b_1                31
nand3_1                 13
nand3b_1                 5
nand4_1                  8
nor2_1                  58
nor2_2                   4
nor2b_1                 12
nor3_1                  14
nor3_2                   4
o211ai_1                18
o21a_1                  12
o21ai_0                 28
o21bai_1                 6
o221ai_1                 7
o22ai_1                 10
o22ai_2                  4
or2_2                    5
xnor2_1                 29
xor2_1                  23
flip-flops by register name (all words and copies together), names as in the netlist:
name                    flops
legv8_register.regcell    125
legv8_pclogic.pc           15
No activity file was given, so power comes from the tool's default toggle rates.
